[/design/flow/config.mk]
export PLATFORM = sky130hd
export DESIGN_NAME = TOP_PWM_RAINBOW
export DESIGN_NICKNAME = TOP_PWM_RAINBOW
export VERILOG_FILES = /design/flow/design.v
export SDC_FILE = /design/flow/constraint.sdc
export NUM_CORES = 4
export LEC_CHECK = 1
export CORE_UTILIZATION = 40
[/design/flow/constraint.sdc]
current_design TOP_PWM_RAINBOW

set clk_period 4.5
set clk_io_pct 0.2

create_clock -name clk0 -period $clk_period [get_ports {clk}]

set non_clock_inputs [all_inputs -no_clocks]
set_input_delay [expr $clk_period * $clk_io_pct] -clock clk0 $non_clock_inputs
set_output_delay [expr $clk_period * $clk_io_pct] -clock clk0 [all_outputs]
[/design/flow/design.v]
`timescale 1ns / 1ps
module PWM_ENHANCED #(parameter R = 10)
(
input wire clk, 
input wire rst,
input wire[31:0] dvsr,
input wire[R:0] duty,
output wire pwm_out
);
reg[31:0] q_reg;
wire[31:0] q_next;
reg[R-1:0] d_reg;
wire[R-1:0] d_next;
wire[R:0] d_ext;
reg pwm_reg;
wire pwm_next;
wire tick;
always@(posedge clk or posedge rst) 
begin
    if(rst)
    begin
        q_reg <= 0;
        d_reg <= 0;
        pwm_reg <= 0;
    end
    else
    begin
        q_reg <= q_next;
        d_reg <= d_next;
        pwm_reg <= pwm_next;
    end
end
assign q_next = (q_reg == dvsr) ? 0 : (q_reg + 1'b1);
assign tick = (!q_reg) ? 1 : 0;
assign d_next = (tick) ? (d_reg + 1) : d_reg;
assign d_ext = {1'b0, d_reg};
assign pwm_next = (d_ext < duty) ? 1'b1 : 1'b0;
assign pwm_out = pwm_reg;
endmodule
`timescale 1ns / 1ps
module TOP_PWM_RAINBOW
(
input wire clk,
input wire rst,
output wire[2:0] rgb,
input wire [3:0] sw
);
localparam resolution = 8;
wire[31:0] dvsr = 4882;  
wire pwm_out1, pwm_out2;
reg clk_50hz;
integer counter;
reg[resolution : 0] duty_reg = 2**resolution;
reg[resolution : 0] duty_reg2, duty_reg3;
wire[resolution: 0] duty, duty2, duty3;
integer main_count = 0;
always@(posedge clk)
begin
    if(rst)
    begin
        counter <= 0;
        clk_50hz <= 0;
    end
    else
    begin
        if(counter < 1249999)
        begin
            counter <= counter + 1;                       
        end       
        else
        begin
            counter <= 0;
            clk_50hz <= ~ clk_50hz;
        end
    end
end
always@(posedge clk_50hz)
begin
    if(rst)
        main_count <= 0;
    else
    begin
        if(main_count <= 256)
            main_count<=main_count + 1;
        else
            main_count <= 0;
    end
end
always@(posedge clk_50hz)
begin
    if(rst)
    begin
        duty_reg <= 2**resolution;
        duty_reg2 <= 0;
        duty_reg3 <= 0;
    end
    else
    begin
        if(main_count >= 0 && main_count <= 45)
        begin
            duty_reg2 <= duty_reg2 + 1;  
        end
        else if(main_count >45 && main_count <= 90)
        begin
            duty_reg <= duty_reg - 1;    
        end
        else if(main_count > 90 && main_count <= 135)
        begin
            duty_reg3 <= duty_reg3 + 1;
        end
        else if(main_count > 135 && main_count <= 180)
        begin
            duty_reg2 <= duty_reg2 -1;
        end
        else if(main_count > 180 && main_count <= 225)
        begin
            duty_reg <= duty_reg + 1;
        end
        else if(main_count > 225 && main_count <= 255)
        begin
            duty_reg3 <= duty_reg3 - 1;
        end
        else
        begin
            duty_reg <= 2**resolution;
            duty_reg2 <= 0;
            duty_reg3 <= 0;
        end
    end
end
PWM_ENHANCED #(.R(resolution)) R1(.clk(clk), .rst(rst), .dvsr(dvsr), .duty(duty), .pwm_out(pwm_out1));
PWM_ENHANCED #(.R(resolution)) R2(.clk(clk), .rst(rst), .dvsr(dvsr), .duty(duty2), .pwm_out(pwm_out2));
PWM_ENHANCED #(.R(resolution)) R3(.clk(clk), .rst(rst), .dvsr(dvsr), .duty(duty3), .pwm_out(pwm_out3));
assign rgb[0] = pwm_out1;
assign rgb[1] = pwm_out2;
assign rgb[2] = pwm_out3;
assign duty = duty_reg;
assign duty2 = duty_reg2;
assign duty3 = duty_reg3;
endmodule
[/design/flow/run.sh]
#!/bin/bash
# OpenROAD 26Q1-2900-gdf79404cd8, Yosys 0.63+post, stock flow scripts
make -C /OpenROAD-flow-scripts/flow DESIGN_CONFIG=/design/flow/config.mk WORK_HOME=/design/flow/orfs finish
==> flow_metrics.env <==
# source this file to load flow results
export IMPL_status="finished, final reports clean"
export IMPL_overflow=0
export IMPL_use_met3=0.0186
export IMPL_post_cts_buffers=0
export IMPL_setup_tns_ps=0
export IMPL_p_leak_uw=0.00489
export IMPL_synth_cells=1219
export IMPL_drv_cap=0
export IMPL_grtUsageMet1=0.245
export IMPL_drive_above_1_share=0.0577
export IMPL_post_drt_via_cell_ratio=5.09
export IMPL_cts_buffers=17
export IMPL_core_um2=27200
export IMPL_yosys_area_share_adder=0.0493
export IMPL_die_y_um=169
export IMPL_worstSetupPathType="reg2reg"
export IMPL_area_delta_synth_final_pct=9.06
export IMPL_warnings=41
export IMPL_io_buffers=4
export IMPL_yosys_area_share_simple=0.255
export IMPL_fin_crit_ps=2600
export IMPL_most_common_cell="nor2_1"
export IMPL_vias=8155
export IMPL_async_flop_share=0.572
export IMPL_endpoint_kind="flip-flop"
export IMPL_core_util_floorplan=0.411
export IMPL_hp_class="reg2reg"
export IMPL_cts_tree="built"
export IMPL_clock_root_buffer="clkbuf_16"
export IMPL_dp_hpwl_um=13600
export IMPL_drt_pass1_iterations=4
export IMPL_dp_cells=1571
export IMPL_hold_violations=0
export IMPL_postRouteWirelength_um=19700
export IMPL_pwr_density_cell_nw_per_um2=247
export IMPL_yosysTopAreaCellShare=0.276
export IMPL_wire_per_inst_um=12.3
export IMPL_yosys_cells=1219
export IMPL_place_ws_ps=1720
export IMPL_flop_cell="dfrtp_1"
export IMPL_worstPathArrival_ps=2900
export IMPL_common_cells="nor2_1 (161), dfrtp_1 (123), xnor2_1 (97)"
export IMPL_edf_count=0
export IMPL_antenna_found_initial=0
export IMPL_postCtsHoldBufs=0
export IMPL_yosysChipArea_um2=11200
export IMPL_clkLatencyLatePin_ps=430
export IMPL_critPathMaxFanout=5
export IMPL_fmax_mhz=384
export IMPL_n_antenna_cell=0
export IMPL_synthTopCellsByArea="dfrtp_1 (28%), dfxtp_1 (17%), xnor2_1 (7.6%)"
export IMPL_ys_seq_share=0.441
export IMPL_grt_pass1_vias=7765
export IMPL_fin_ws_ps=1900
export IMPL_synth_distinct_cells=68
export IMPL_xor_area_frac=0.137
export IMPL_gp_congestion=0.840
export IMPL_syn_area_per_cell_um2=9.16
export IMPL_aoi_share=0.0817
export IMPL_cts_clk_slew_worst_paths_ps=70
export IMPL_cts_resized=0
export IMPL_busiest_layer="met1"
export IMPL_die_w_um=169
export IMPL_untimed_endpoints=59
export IMPL_grt_max_degree=64
export IMPL_drtAntennaViolNets=0
export IMPL_drv_slew=0
export IMPL_finalClockPeriodUsage=0.578
export IMPL_mux_area_frac=0.00392
export IMPL_ioPinCount=9
export IMPL_worstMarginPinSlew_ps=814
export IMPL_drtIter0Drc=365
export IMPL_ir_drop_uv=257
export IMPL_synthTopLogicFamily="simple AND/OR/NAND/NOR gates"
export IMPL_ys_warn_count=3
export IMPL_drcViolationCount=0
export IMPL_rsz0062_at_grt="false"
export IMPL_h_tree_depth=4
export IMPL_chipArea_um2=28600
export IMPL_setup_viol=0
export IMPL_fin_cells=1603
export IMPL_rows=60
export IMPL_grtUsageMet2=0.234
export IMPL_fillCellCount=2615
export IMPL_synth_area_leader_cell="dfrtp_1"
export IMPL_unclocked_pins=59
export IMPL_syn_area_um2=11200
export IMPL_required_ps=4800
export IMPL_grt_pass1_wl_um=35800
export IMPL_numSynthFlops=215
export IMPL_worst_setup_path_start_kind="flip-flop"
export IMPL_track_usage=0.151
export IMPL_cts_buffer_depth=2
export IMPL_fin_skew_ps=12.9
export IMPL_slew_headroom=0.453
## worst max-delay path: stages, from the launching register on
cell     delay [ps]
dfrtp_1         420
ha_1            200
nand3_1         120
nor2_1          320
nand4_1         320
nor4_2          460
nand4_1         190
or2_2           310
xnor2_1         130
## path summary, 6_finish.rpt
check / start / end / slack [ps] / cells after the start
setup reg to reg: R2.q_reg[1] / R2.q_reg[28] / 1900 / 8
hold / removal: R3.q_reg[31] / R3.q_reg[31] / 470 / 1
max in group asynchronous: rst / R3.d_reg[5] / 2260 / 5
min in group asynchronous: rst / R2.q_reg[13] / 1220 / 4
setup / recovery: R2.q_reg[1] / R2.q_reg[28] / 1900 / 8
hold reg to reg: R3.q_reg[31] / R3.q_reg[31] / 470 / 1
## per-layer routing
metal / wire length (um) / up-vias
met4: 133 / 0
met2: 8670 / 67
li1: - / 4263
met3: 461 / 7
met1: 10500 / 3818
met5: 0 / -
## per-stage QoR
step	util	power, uW	area [um2]	hold slack, ps
finish	0.448	3010	12200	472
floorplan	-	1610	11200	432
global route	0.448	3150	12200	499
global placement	0.426	1650	11600	455
detailed placement	0.426	1650	11600	468
CTS	0.448	3070	12200	477
## placed cells by master (no fill, tap or decap), types with 4 or more instances in the layout
cell type and n:
a31oi_1 4, buf_4 8, o31ai_1 7, nand4_1 45, nor3_1 33, o211ai_1 4, or3_1 10, nand2_1 96
a221oi_1 5, clkinv_4 4, inv_1 50, clkbuf_16 17, a21o_1 10, o21ai_0 39, or4_1 4, nor2_1 161
clkinv_8 4, nand3_1 74, dfrtp_1 123, and4_1 14, o22ai_1 4, nand2b_1 6, inv_8 5, a211oi_1 4
a21oi_1 41, nor2b_1 12, nor4_1 31, clkdlybuf4s50_1 4, xnor2_1 97, dfxtp_1 91, nand3b_1 5, and3_1 32
xor2_1 77, ha_1 44, and2_1 10
## kinds of logic after synthesis
| group | Yosys count |
|---|---|
| and+or+nand+nor | 557 |
| DFF | 215 |
| xor gates and xnor gates | 174 |
| AOI/OAI and AO/OA | 142 |
| buffers and inverters | 83 |
| adders and majority gates | 44 |
| muxes | 4 |
## power by group
part | internal [uW] | leakage, uW | switching [uW]
Clock | 747 | 0.000288 | 650
Combinational | 32.3 | 0.00219 | 85.7
Sequential | 1490 | 0.00241 | 10.6
Total | 2270 | 0.00489 | 746
## final cells by class
type / count / area [um2] / share of cell area
multi-input combinational: 921 / 5890 / 0.484
sequential: 215 / 4920 / 0.404
tap: 372 / 465 / 0.0382
clock buffer: 17 / 425 / 0.0350
inverter: 51 / 195 / 0.0160
clock inverter: 15 / 173 / 0.0142
timing repair buffer: 12 / 100 / 0.00822
Power figures rest on the tool's default switching activity, not on a simulated workload.
