**flow/design.v**
```verilog
`timescale 1ns / 1ps
module PWM_ENHANCED #(parameter R = 10)
(
input wire clk, 
input wire rst,
input wire[31:0] dvsr,
input wire[R:0] duty,
output wire pwm_out
);
reg[31:0] q_reg;
wire[31:0] q_next;
reg[R-1:0] d_reg;
wire[R-1:0] d_next;
wire[R:0] d_ext;
reg pwm_reg;
wire pwm_next;
wire tick;
always@(posedge clk or posedge rst) 
begin
    if(rst)
    begin
        q_reg <= 0;
        d_reg <= 0;
        pwm_reg <= 0;
    end
    else
    begin
        q_reg <= q_next;
        d_reg <= d_next;
        pwm_reg <= pwm_next;
    end
end
assign q_next = (q_reg == dvsr) ? 0 : (q_reg + 1'b1);
assign tick = (!q_reg) ? 1 : 0;
assign d_next = (tick) ? (d_reg + 1) : d_reg;
assign d_ext = {1'b0, d_reg};
assign pwm_next = (d_ext < duty) ? 1'b1 : 1'b0;
assign pwm_out = pwm_reg;
endmodule
`timescale 1ns / 1ps
module TOP_PWM
(
input wire clk,
input wire rst,
output wire[2:0] rgb,
input wire [3:0] sw
);
localparam resolution = 8;
wire[31:0] dvsr = 4882;  
wire pwm_out1;
reg clk_50hz;
integer counter;
reg[resolution : 0] duty_reg;
wire[resolution: 0] duty;
always@(posedge clk)
begin
    if(rst)
    begin
        counter <= 0;
        clk_50hz <= 0;
    end
    else
    begin
        if(counter < 1249999)
        begin
            counter <= counter + 1;                       
        end       
        else
        begin
            counter <= 0;
            clk_50hz <= ~ clk_50hz;
        end
    end
end
always@(posedge clk_50hz)
begin
    if(rst)
    begin
        duty_reg <= 0;
    end
    else
    begin
        duty_reg <= duty_reg + 1;
    end        
end
PWM_ENHANCED #(.R(resolution)) R1(.clk(clk), .rst(rst), .dvsr(dvsr), .duty(duty), .pwm_out(pwm_out1));
assign rgb[0] = (sw == 4'b0000) ? pwm_out1 : 0;
assign rgb[1] = 0;
assign rgb[2] = 0;
assign duty = duty_reg;
endmodule
```
**flow/run.sh**
```bash
#!/bin/bash
# OpenROAD 26Q1-2900-gdf79404cd8, Yosys 0.63+post, stock flow scripts
make -C /OpenROAD-flow-scripts/flow DESIGN_CONFIG=/design/flow/config.mk WORK_HOME=/design/flow/orfs finish
```
**flow/config.mk**
```make
export PLATFORM = sky130hd
export DESIGN_NAME = TOP_PWM
export DESIGN_NICKNAME = TOP_PWM
export VERILOG_FILES = /design/flow/design.v
export SDC_FILE = /design/flow/constraint.sdc
export NUM_CORES = 4
export LEC_CHECK = 1
export CORE_UTILIZATION = 40
```
**flow/constraint.sdc**
```tcl
current_design TOP_PWM

set clk_period 5.3
set clk_io_pct 0.2

create_clock -name clk0 -period $clk_period [get_ports {clk}]

set non_clock_inputs [all_inputs -no_clocks]
set_input_delay [expr $clk_period * $clk_io_pct] -clock clk0 $non_clock_inputs
set_output_delay [expr $clk_period * $clk_io_pct] -clock clk0 [all_outputs]
```
==> results.py <==
# Generated from Yosys and OpenROAD reports
metrics = {
    "synth": {
        "ys_seq_share_pct": 47.2,
        "yosys-stat-area_sq_um": 3950,
        "avgSynthCellArea_sq_um": 9.66,
        "numSynthFlops": 83,
        "synth_area_sq_um": 3950,
        "synth_cell_type_count": 40,
        "synthCells": 409,
        "ys_warn_count": 2,
        "synth_stat.cells": 409,
    },
    "finish": {
        "n_fill_cell": 887,
        "layout-drive-gt1-share_pct": 5.42,
        "final_cells": 553,
        "regArea_sq_um": 1870,
        "area.combinational_sq_um": 1940,
        "fin_area_sq_um": 4320,
        "area_growth_pct": 9.21,
        "fin_util_pct": 45.8,
    },
    "clocking": {
        "postCtsHoldBufs": 0,
        "cts_buffers": 9,
        "cts.clk_slew.worst_paths_ns": 0.07,
        "cts_buffer_depth": 2,
        "ctsHtreeMaxLevel": 3,
        "cts_setup_buffers": 0,
        "cts.repair.resized": 0,
        "cts_root_buf": "clkbuf_8",
        "cts_tree": "built",
        "clock_latency_ns": 0.35,
    },
    "pwr": {
        "p_leak_nw": 1.65,
        "power_mw": 1.03,
        "ir_worst_vdd_uv": 173,
        "powerDensity_nw_per_um2": 238,
    },
    "min_path": {
        "hp-start": "counter[0]$_SDFF_PP0_",
        "whs_path_depth": 1,
        "hold_end": "counter[0]$_SDFF_PP0_",
        "holdCritPathClass": "flip-flop to flip-flop",
    },
    "timing": {
        "worstMarginPinSlew_ns": 0.597,
        "clock_skew_ns": 0.0186,
        "unclocked_regs": 9,
        "slew_viol_final": 0,
        "setup_viol": 0,
        "setup_tns_ns": 0,
        "period_minus_slack_ns": 3.37,
        "fmax_ghz": 0.296,
        "slew_headroom_pct": 59.8,
        "rsz0062_at_grt": "no",
        "fin_crit_sh_pct": 63.7,
        "untimed_endpoints": 9,
        "hold_violations": 0,
    },
    "setup_path": {
        "r2r_start": "counter[0]$_SDFF_PP0_",
        "reg2regPathDepth": 7,
        "crit_chain": "clkdlybuf4s50_1, nor4_1, and2_1, clkdlybuf4s50_1",
        "cp_max_fo": 1,
        "cp_slowest_cell": "clkdlybuf4s50_1",
        "critical_path_arrival_ns": 2.31,
        "cpMostUsedCell": "clkdlybuf4s50_1",
        "cp.required_ns": 4.24,
        "critPathKind": "input port to output pin",
        "reg2reg_slack_ns": 3.20,
        "max_stage_delay_ns": 0.45,
        "reg2reg_to": "counter[3]$_SDFF_PP0_",
        "worst_setup_path_end_kind": "output pin",
        "start_kind": "input port",
    },
    "route": {
        "drc": 0,
        "dr.pass1.iters": 4,
        "drtIter0Drc": 98,
        "totalWireLength_microns": 6450,
        "antenna_left": 0,
        "n_antenna_cell": 0,
        "via_per_inst": 4.92,
        "via_count": 2722,
        "wl_per_cell_microns": 11.7,
    },
    "floorplan": {
        "die_h_microns": 101,
        "fp.dieW_microns": 101,
        "coreArea_sq_um": 9420,
        "fp-utilization_pct": 42.0,
        "ios": 9,
        "chip_area_sq_um": 10300,
        "core.rowCount": 35,
    },
    "global_routing": {
        "grt_use_total_pct": 14.2,
        "antenna_found_initial": 0,
        "grt-ovfl-total": 0,
        "grt_start_max_net_pins": 43,
        "first_global_vias": 2620,
        "grt_pass1_wl_microns": 11600,
    },
    "flow_run": {
        "warning_count": 27,
        "maxCapViolCount": 0,
    },
    "placed_design": {
        "hpwl_microns": 4360,
        "port_buffers": 6,
        "routabilityCongestion": 0.775,
        "place_area_sq_um": 4120,
        "placed_cells": 537,
    },
    "run_status": {
        "status": "finished, final reports clean",
    },
}
==> placed cells by master, fill, tap and decap left out, types with 10 or more instances in the layout <==
master	count
xor2_1	16
nand4_1	16
nand2_1	27
nor2_1	56
nor4_1	22
nor3_1	10
ha_1	13
clkbuf_8	10
dfrtp_1	41
xnor2_1	55
nand3_1	27
dfxtp_1	42
inv_1	19
==> area by class of cell <==
class                           count  area share (%)
Clock buffer                       10            3.19
Clock inverter                      6            1.48
Inverter                           19            1.65
Multi-Input combinational cell    298            45.0
Sequential cell                    83            43.2
Tap cell                          129            3.74
Timing Repair Buffer                8            1.74
==> kinds of logic after synthesis <==
group | share of synthesized area, %
AOI/OAI and AO/OA | 3.01
adders and majority gates | 4.12
buffers and inverters | 3.77
and+or+nand+nor | 25.8
other | 0.0949
xor gates and xnor gates | 15.7
muxes | 0.285
DFF | 47.2
==> how the worst max path moves through the flow <==
| stage | start | endpoint | slack [ns] | depth (start not counted) |
|---|---|---|---|---|
| 4_1_cts | sw[1] | rgb[0] | 1.90 | 4 |
| 5_1_grt | sw[1] | rgb[0] | 1.86 | 4 |
| 6_report | sw[1] | rgb[0] | 1.93 | 4 |
==> where the power goes <==
group          switching (mW)  internal, mW
Sequential            0.00240         0.562
Clock                   0.212         0.231
Combinational          0.0133       0.00661
Total                   0.227         0.800
==> critical path, delay by kind of cell <==
kind	cells	cell delay, ns
buffers and inverters	2	0.85
AND/OR/NAND/NOR	2	0.41
==> Yosys cell counts (all sizes together) <==
master | n | area, sq um
a21boi | 1 | 7.51
and3 | 6 | 37.5
buf | 7 | 65.1
dfxtp | 42 | 841
o21ai | 4 | 20.0
and4b | 1 | 10.0
a21oi | 4 | 20.0
o2111ai | 1 | 8.76
o311a | 1 | 10.0
a41oi | 1 | 8.76
a311o | 1 | 10.0
nor2 | 56 | 210
xnor2 | 55 | 482
conb | 1 | 3.75
nand4 | 17 | 121
and2 | 5 | 31.3
nand2 | 27 | 101
clkbuf | 3 | 12.5
ha | 13 | 163
or3 | 6 | 37.5
nor2b | 6 | 37.5
mux2 | 1 | 11.3
o41ai | 1 | 8.76
dfrtp | 41 | 1030
nand3 | 27 | 135
a311oi | 1 | 8.76
o21a | 1 | 7.51
inv | 19 | 71.3
a211o | 1 | 8.76
nor3 | 12 | 70.1
and4 | 7 | 63.8
xor2 | 16 | 140
nor4 | 24 | 163
==> per-stage QoR <==
stage	worst slack, ns	hold WS [ns]
2_1_floorplan	2.80	0.437
3_3_place_gp	1.93	0.460
3_5_place_dp	1.91	0.464
4_1_cts	1.90	0.483
5_1_grt	1.86	0.501
6_report	1.93	0.479
==> metal layers <==
metal  up-vias  global-route usage [%]  share of wire [%]
li1       1422                       -                  -
met4         0                    2.01                1.4
met3        10                    2.73                2.7
met2        20                    21.9                 43
met5         -                       0                  0
met1      1270                    22.0                 53
No activity file was given, so power comes from the tool's default toggle rates.
